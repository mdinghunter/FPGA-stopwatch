==> flow/run.sh <==
#!/bin/bash
# OpenROAD 26Q1-2900-gdf79404cd8, Yosys 0.63+post, stock flow scripts
make -C /OpenROAD-flow-scripts/flow DESIGN_CONFIG=/design/flow/config.mk WORK_HOME=/design/flow/orfs finish
==> flow/constraint.sdc <==
current_design stopwatch

set clk_period 6.6
set clk_io_pct 0.2

create_clock -name clk0 -period $clk_period [get_ports {clk}]

set non_clock_inputs [all_inputs -no_clocks]
set_input_delay [expr $clk_period * $clk_io_pct] -clock clk0 $non_clock_inputs
set_output_delay [expr $clk_period * $clk_io_pct] -clock clk0 [all_outputs]
==> flow/config.mk <==
export PLATFORM = sky130hd
export DESIGN_NAME = stopwatch
export DESIGN_NICKNAME = stopwatch
export VERILOG_FILES = /design/flow/design.v
export SDC_FILE = /design/flow/constraint.sdc
export NUM_CORES = 4
export LEC_CHECK = 1
export CORE_UTILIZATION = 30
==> flow/design.v <==
`timescale 1ns / 1ps
module stopwatch
(
  input  logic       clk,
  input  logic       rst,
  input  logic       en,
  output logic [3:0] d7, d6, d5, d4, d3, d2, d1, d0
);
  localparam  DVSR = 10 ** 6;  
  logic [19:0] cs_reg, cs_next; 
  logic [3:0] d7_reg, d6_reg, d5_reg, d4_reg, d3_reg, d2_reg, d1_reg, d0_reg;
  logic [3:0] d7_next, d6_next, d5_next, d4_next, d3_next, d2_next, d1_next, d0_next;
  logic cs_tick;  
  always_ff @(posedge clk)
  begin
    cs_reg <= cs_next;
    d7_reg <= d7_next;
    d6_reg <= d6_next;
    d5_reg <= d5_next;
    d4_reg <= d4_next;
    d3_reg <= d3_next;
    d2_reg <= d2_next;
    d1_reg <= d1_next;
    d0_reg <= d0_next;
  end
  assign cs_next = (rst || (cs_reg == DVSR && en)) ? 20'b0 :
                    (en) ? cs_reg + 1 :
                    cs_reg;
  assign cs_tick = (cs_reg == DVSR) ? 1'b1 : 1'b0;
  always_comb begin
    d7_next = d7_reg;
    d6_next = d6_reg;
    d5_next = d5_reg;
    d4_next = d4_reg;
    d3_next = d3_reg;
    d2_next = d2_reg;
    d1_next = d1_reg;
    d0_next = d0_reg;
    if (rst) begin
      d7_next = 4'd0;
      d6_next = 4'd0;
      d5_next = 4'd0;
      d4_next = 4'd0;
      d3_next = 4'd0;
      d2_next = 4'd0;
      d1_next = 4'd0;
      d0_next = 4'd0;
    end
    else if (cs_tick) begin
      if (d0_reg != 4'd9) d0_next = d0_reg + 1;
      else begin  
        d0_next = 4'd0;
        if (d1_reg != 4'd9) d1_next = d1_reg + 1;
        else begin  
          d1_next = 4'd0;
          if (d2_reg != 4'd9) d2_next = d2_reg + 1;
          else begin  
            d2_next = 4'd0;
            if (d3_reg != 4'd5) d3_next = d3_reg + 1;
            else begin  
              d3_next = 4'd0;
              if (d4_reg != 4'd9) d4_next = d4_reg + 1;
              else begin  
                d4_next = 4'd0;
                if (d5_reg != 4'd5) d5_next = d5_reg + 1;
                else begin  
                  d5_next = 4'd0;
                  if (d6_reg != 4'd9) d6_next = d6_reg + 1;
                  else begin  
                    d6_next = 4'd0;
                    if (d7_reg != 4'd9) d7_next = d7_reg + 1;
                    else d7_next = 4'd0;  
                  end
                end
              end
            end
          end
        end
      end
    end
  end
  assign d0 = d0_reg;
  assign d1 = d1_reg;
  assign d2 = d2_reg;
  assign d3 = d3_reg;
  assign d4 = d4_reg;
  assign d5 = d5_reg;
  assign d6 = d6_reg;
  assign d7 = d7_reg;
endmodule
==> Slide: Implementation Results <==
Synthesis and Place & Route Summary

Run
  • Max_cap viols: 0
  • OpenROAD warnings: 26

Timing
  • Final worst path period share: 0.4635
  • Slew HR: 0.4490
  • Setup-failing EPs final: 0
  • Tmin final: 3.059 ns
  • Clk_skew: 0.01224 ns
  • Fin. Hold Viols: 0
  • Final setup TNS: 0 ns
  • FMAX: 326.9 MHz
  • Min setup slack post-route: 3.541 ns
  • RSZ-0062 raised after global routing: false
  • Slew Limit Fails: 0
  • Worst slew pin tran: 0.8189 ns

Synthesis
  • Synth cell types: 43
  • Synth async-reset ratio: 0
  • Synth warn: 1
  • Yosys Chip Area: 2656 µm²
  • Synth Register Bits: 52
  • Mean Syn Cell Area: 8.301 µm²
  • Seq/Total Area, Yosys: 0.3919
  • Top FF cell, synth: dfxtp_1
  • Post-Syn Instances: 320
  • Post-synth EDFFs: 0
  • Post-Syn Area: roughly 2700 µm²
  • # Cells Yosys: 320

Global route
  • Largest net degree at the start of global routing: 43
  • Grt ovf: 0
  • Vias in the first global route: 2,002
  • GRT Total Usage: 0.1288
  • First-pass GRT wire length: 9342 µm
  • Initial antenna violation count: 0

Placement
  • IO buf count: 34
  • Post-place setup slack: 3.205 ns
  • GPL Wtd Cong: 0.8359
  • Area post-placement: just over 3000 µm²
  • Final HPWL DP: 3938 µm

Clock tree
  • Clock H-tree levels: 2
  • Clk latency late pin: between 0.3 and 0.4 ns
  • Post CTS Setup Buffer Count: 0
  • CTS resizes: 0
  • Clock slew at reported path FFs: 0.09 ns
  • TritonCTS clock tree: yes
  • # hold bufs at CTS: 0
  • Total CTS buffers: 5
  • Max clock buf depth: 2
  • CTS sink count: 52
  • Root buffer cell: clkbuf_8

Critical path
  • CP peak stage delay: 0.67 ns
  • CP max FO: 9
  • Critical path class: in2reg
  • Critical path data required time: about 6.8 ns
  • Worst path arrival time: approximately 3.2 ns
  • Crit start category: input pin
  • CP endpoint kind: flop
  • Worst-path cell chain: clkdlybuf4s50_1 > nand4_1 > nor4_1 > nand4_1 > xor2_1 > nor2_1
  • Slowest CP cell: nor4_1
  • Worst path most repeated cell: nand4_1

Floorplanning
  • Die height: 96.10 µm
  • IO Count: 35
  • Die X: approximately 96 µm
  • Core area: 8382 µm²
  • Die area: 9234 µm²
  • FP Util: 0.3169
  • Floorplan row count: 33

Routing
  • Antenna fix cells: 0
  • Drt total wl: 5626 µm
  • DRC viols: 0
  • 1st-iter DRT viols: ~73
  • Vias: 2,278
  • Vias/cell: 4.974
  • Final ANT Viol Nets: 0
  • TritonRoute pass-1 iters: 4
  • WL per Instance: 12.28 µm

Power and ir drop
  • Sw frac: 0.2093
  • NetSw: 114.7 µW
  • Clock share of power: 0.394
  • Logic pwr share: 0.028
  • Cell-internal power: between 400 and 500 µW
  • Worst-case vdd ir drop: approximately 0.079 mV
  • Seq pwr share: 0.578
  • Pwr Density: 171.5 nW/µm²
  • Overall Power: 547.9 µW
  • Lkg Pwr: between 1 and 1.5 nW

Cells and area
  • Layout cell share with drive strength beyond 1: 0.05666
  • Max FFs per register: 20
  • Area growth syn-to-layout: 20.25%
  • Post-route cell area: between 3000 and 4000 µm²

Status
  • Status: finished clean

Hold path
  • Hold Path Class: reg2reg
[final timing paths]
check             cells after the start                 endpoint  slack (ns)              startpoint
hold reg to reg                       2   d7_reg[0]$_SDFFE_PP0P_        0.51  d7_reg[0]$_SDFFE_PP0P_
hold / removal                        2   d7_reg[0]$_SDFFE_PP0P_        0.51  d7_reg[0]$_SDFFE_PP0P_
setup / recovery                      6  cs_reg[16]$_SDFFE_PP0P_        3.54                      en
setup reg to reg                      7   cs_reg[9]$_SDFFE_PP0P_        3.99  cs_reg[0]$_SDFFE_PP0P_
[synth_stat cells (4+ instances only)]
cell / number / area, µm²
a21oi_1: 19 / 95.09
a31oi_1: 5 / 31.28
clkbuf_1: 6 / 22.52
dfxtp_1: 52 / 1041
inv_1: 19 / 71.32
mux2i_1: 8 / 80.08
nand2_1: 23 / 86.33
nand2b_1: 5 / 31.28
nand3_1: 20 / 100.1
nand4_1: 18 / 112.6
nor2_1: 45 / 168.9
nor3b_1: 5 / 37.54
nor4_1: 8 / 50.05
nor4bb_1: 4 / 40.04
o21ai_0: 8 / 40.04
or3_1: 4 / 25.02
xnor2_1: 8 / 70.07
xor2_1: 17 / 148.9
[cell families after synthesis]
logic type	synth area share
buffers and inverters	0.04522
AOI/OAI and AO/OA	0.08667
DFF	0.3919
adders and majority gates	0.009419
muxes	0.03439
and+or+nand+nor	0.3500
xor gates and xnor gates	0.08243
[power groups by stage]
stage | sequential, mW | clock [mW] | combinational, mW
CTS | 0.317 | 0.225 | 0.0152
global route | 0.317 | 0.236 | 0.0170
finish | 0.317 | 0.216 | 0.0151
[worst max-delay path, delay by kind of cell]
family / cells / cell delay [ns]
XOR/XNOR: 1 / 0.16
buffers and inverters: 1 / 0.60
AND/OR/NAND/NOR: 4 / 1.14
[layer usage]
metal,vias up,track usage,routed length (µm)
met5,-,0,0
met4,0,0.01368,45
met2,41,0.1903,2381
met3,5,0.02088,202
met1,1039,0.2062,2995
li1,1193,-,-
[cell usage in the layout (no fill, tap or decap), types with 2 or more instances in the layout]
cell / count
dfxtp_1: 52
nor2_1: 45
clkdlybuf4s50_1: 34
nand2_1: 23
nand3_1: 20
inv_1: 19
a21oi_1: 19
nand4_1: 18
xor2_1: 17
nor4_1: 8
o21ai_0: 8
xnor2_1: 8
mux2i_1: 8
nor3b_1: 5
a31oi_1: 5
nand2b_1: 5
clkbuf_8: 5
nor4bb_1: 4
or3_1: 4
nand4bb_1: 3
and2_1: 3
and3_1: 3
nor4_2: 3
nor3_1: 3
nor2b_1: 3
nand3b_1: 3
and4bb_2: 2
nand4b_1: 2
a21o_1: 2
a31o_2: 2
ha_1: 2
[cell type report]
cell class                 instances  area, µm²
timing repair buffer              35      347.8
tap                              105      131.4
multi-input combinational        239       1495
sequential                        52       1041
fill                             828       5187
clock inverter                     2      35.03
inverter                          19      71.32
clock buffer                       6      72.57
[through the flow]
stage          cells    util  hold WS, ns
2_1_floorplan    320       -       0.4574
3_3_place_gp     450  0.3683       0.4907
3_5_place_dp     450  0.3683       0.4951
4_1_cts          458  0.3811       0.5139
5_1_grt          458  0.3811       0.5342
6_report         458  0.3811       0.5128
Power figures rest on the tool's default switching activity, not on a simulated workload.
