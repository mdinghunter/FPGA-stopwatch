[/design/flow/design.v]
`timescale 1ns / 1ps
module button_debouncer (
  input logic clk,
  input logic rst,
  input logic bt_in,
  output logic bt
);
  localparam DVSR = 5 * 10 ** 6;  
  typedef enum logic [1:0] {
    zero, one, one_wait, one_wait_2
  } state_type;
  state_type state_reg, state_next;
  logic [22:0] bt_reg;
  logic [22:0] bt_next;
  logic tick;
  always_ff @(posedge clk, posedge rst) begin
    if (rst) bt_reg <= 23'b0;
    else bt_reg <= bt_next;
  end
  assign bt_next = (bt_reg == DVSR) ? 23'b0 : bt_reg + 1;
  assign tick = (bt_reg == DVSR - 1) ? 1 : 0;
  always_ff @(posedge clk, posedge rst) begin
    if (rst) state_reg <= zero;
    else state_reg <= state_next;
  end
  always_comb begin
    case (state_reg)
      zero : begin
        bt = 0;
        state_next = bt_in ? one : zero;
      end
      one : begin
        bt = 1;
        state_next = one_wait;
      end
      one_wait : begin
        bt = 1;
        state_next = tick ? one_wait_2 : one_wait;
      end
      one_wait_2 : begin
        bt = 1;
        state_next = bt_in ? one : zero;
      end
      default : begin
        bt = 0;
        state_next = bt_in ? one : zero;
      end
    endcase
  end
endmodule
[/design/flow/run.sh]
#!/bin/bash
# OpenROAD 26Q1-2900-gdf79404cd8, Yosys 0.63+post, stock flow scripts
make -C /OpenROAD-flow-scripts/flow DESIGN_CONFIG=/design/flow/config.mk WORK_HOME=/design/flow/orfs finish
[/design/flow/config.mk]
export PLATFORM = sky130hd
export DESIGN_NAME = button_debouncer
export DESIGN_NICKNAME = button_debouncer
export VERILOG_FILES = /design/flow/design.v
export SDC_FILE = /design/flow/constraint.sdc
export NUM_CORES = 4
export LEC_CHECK = 1
export CORE_AREA = 10 10 96 96
export DIE_AREA = 0 0 106 106
[/design/flow/constraint.sdc]
current_design button_debouncer

set clk_period 4.7
set clk_io_pct 0.2

create_clock -name clk0 -period $clk_period [get_ports {clk}]

set non_clock_inputs [all_inputs -no_clocks]
set_input_delay [expr $clk_period * $clk_io_pct] -clock clk0 $non_clock_inputs
set_output_delay [expr $clk_period * $clk_io_pct] -clock clk0 [all_outputs]
==> out/metrics.csv <==
stage;metric;value;unit
status;status;completed;
worst_setup_path;worst path required time;3760;ps
die;# IOs;4;
run;count of tool warnings;26;
run;Max Cap Viol;0;
drt;final wirelength;2.19;mm
drt;Ant. Diodes;0;
worst_setup_path;Max stage delay on crit path;410;ps
sta;maximum clock rate;424;MHz
global_routing;first-pass GRT wire length;4.00;mm
clocking;root buffer cell;clkbuf_8;
drt;via count;854;
synthesis;cell area after synthesis;0.00130;mm2
worst_setup_path;Crit path arrival time;1420;ps
drt;DR pass1 iterations;4;
clocking;Late-Pin Clk Latency;270;ps
synthesis;distinct cell type count after synthesis;31;
drt;Top Metal Used;met4;
die;Rows;31;
synthesis;cells in synth_stat.txt;119;
sta;RSZ-0062 raised after global routing;no;
place;DP Wirelength;1.55;mm
power_and_ir_drop;VDD IR-drop max;0.0851;mV
drt;wire per inst;9.77;um
die;die area;0.0112;mm2
drt;final antenna-violating net count;0;
worst_setup_path;WP buf/inv;1;
power_and_ir_drop;Comb pwr share;0.025;
final_layout;register area;677;um2
worst_setup_path;reg2reg end;bt_reg[18]$_DFF_PP0_;
power_and_ir_drop;P_sw;0.0000719;W
sta;Relative slew margins;0.628;
global_routing;largest net degree at the start of global routing;19;
worst_setup_path;Reg2Reg Setup Slack;2940;ps
place;Place WS;2620;ps
clocking;Post-CTS Setup Inserts;0;
sta;period utilization;0.502;
drt;WL met1;1.12;mm
synthesis;Seq share, synth;0.520;
worst_setup_path;largest fanout on the critical path;2;
global_routing;vias in the first global route;846;
clocking;# H-tree levels;1;
synthesis;Synth flops;27;
power_and_ir_drop;clock share of power;0.344;
final_layout;max FFs per register;23;
global_routing;initial antenna violation count;0;
worst_setup_path;CP endpoint;bt;
clocking;CTS tree;done;
die;Die Span X;106;um
final_layout;area grow syn2layout;15.1;%
sta;Final Max Slew Viols;0;
final_layout;tally of filler cells in the layout;794;
sta;worst setup margin;2340;ps
global_routing;gr usage total;0.0408;
power_and_ir_drop;net switching fraction of the power;0.195;
worst_hold_path;worst hold path class;flip-flop to flip-flop;
clocking;Post-CTS Resized;0;
sta;Worst Tran Pin Value;553;ps
sta;crit path time final;2360;ps
power_and_ir_drop;PD cells;246;mW/mm2
power_and_ir_drop;Int Pwr;0.000297;W
power_and_ir_drop;Leakage;0.599;nW
worst_setup_path;crit path from;state_reg[3]$_DFF_PP0_;
die;CORE AREA;0.00721;mm2
place;RePlAce Congestion;0.805;
worst_setup_path;CP max-delay cell;clkdlybuf4s50_1;
sta;Final setup violation count;0;
drt;met2 WL;992;um
clocking;number of buffers created by CTS;3;
worst_setup_path;critical path class;flip-flop to primary output;
worst_setup_path;CP endpoint kind;primary output;
die;Die H;106;um
final_layout;Top cell excl fill/tap;dfrtp_1;
drt;DR WL met3;15;um
synthesis;Top cell area share;0.500;
sta;Clock Skew;2.62;ps
worst_setup_path;CP Launch Type;flip-flop;
synthesis;Ys Warns;1;
drt;# DRC;0;
worst_setup_path;CP top delay family;buffers and inverters;
clocking;number of hold buffers added after cts;0;
synthesis;Syn Area/Cell;10.9;um2
sta;Setup TNS Final;0;ps
synthesis;post-synth top area cell;dfrtp_1;
place;port bufs;3;
clocking;clock sinks;27;
final_layout;comb. cell area;592;um2
clocking;Worst-path clk slew;80;ps
sta;Final Hold Fails;0;
drt;vias per inst;3.81;
worst_setup_path;R2R depth;5;
clocking;clock buffer depth;2;
die;fp util;0.180;
synthesis;Cells after Synth;119;
drt;drt initial violations;8;
final_layout;layout cell share with drive strength beyond 1;0.0880;
power_and_ir_drop;Reg power frac;0.632;
global_routing;Remaining Overflow, GRT;0;
synthesis;Synth area leaders;dfrtp_1, xnor2_1, nor2_1;
synthesis;YS chip area;0.00130;mm2
worst_setup_path;instance count on the critical path;2;
worst_setup_path;worst path cell trace;or3_1, clkdlybuf4s50_1;
worst_setup_path;R2R Path Start;bt_reg[0]$_DFF_PP0_;
final_layout;Top cells excl fill/tap;dfrtp_1, xnor2_1, nor2_1;
## how the worst min path moves through the flow
stage	startpoint	endpoint	slack, ps	depth (start not counted)
finish	state_reg[2]$_DFF_PP0_	state_reg[1]$_DFF_PP0_	460	1
global route	state_reg[2]$_DFF_PP0_	state_reg[1]$_DFF_PP0_	490	1
CTS	state_reg[2]$_DFF_PP0_	state_reg[1]$_DFF_PP0_	470	1
## area by class of cell
cell class,count,share of cell area
sequential,27,0.452
multi-input combinational,84,0.395
tap,99,0.0827
clock buffer,4,0.0301
timing repair buffer,4,0.0251
inverter,6,0.0150
## metal layers
layer / up-vias / GRT usage
met3: 5 / 0.00183
met5: - / 0
li1: 431 / -
met2: 7 / 0.0636
met1: 411 / 0.0612
met4: 0 / 0.00967
## power groups by stage
stage | Sequential [W] | Combinational (W) | Clock (W)
global route | 0.000234 | 0.0000113 | 0.000143
CTS | 0.000233 | 0.00000971 | 0.000133
finish | 0.000233 | 0.00000917 | 0.000127
## synthesized netlist by cell type, drive strengths merged
cell type / count
and2: 1
dfrtp: 26
xnor2: 13
a21oi: 3
inv: 6
and4bb: 1
buf: 2
nand2b: 1
nor4: 3
a211oi: 1
nand2: 6
nor4bb: 2
ha: 2
nand4: 7
o21ai: 2
xor2: 4
a2111oi: 1
dfstp: 1
a31o: 1
nor3: 3
nor2b: 2
and4b: 1
and3: 2
nor4b: 1
nor2: 13
or3: 2
nand3: 8
and4: 4
## kinds of logic after synthesis
kind of cell    after synthesis  synth area share
compound gates                8            0.0433
flops                        27             0.520
fa+ha+maj                     2            0.0192
buf+inv                       8            0.0250
simple gates                 57             0.278
xor+xnor                     17             0.114
## metrics by stage
| stage | area, um2 | std cells | utilization | hold WS, ps | total power (W) |
|---|---|---|---|---|---|
| after detailed placement | 1450 | 220 | 0.201 | 440 | 0.000248 |
| after CTS | 1500 | 224 | 0.208 | 469 | 0.000376 |
| final | 1500 | 224 | 0.208 | 460 | 0.000369 |
| after global routing | 1500 | 224 | 0.208 | 493 | 0.000388 |
| after floorplan | 1300 | 119 | - | 425 | 0.000242 |
| after global placement | 1450 | 220 | 0.201 | 448 | 0.000248 |
No activity file was given, so power comes from the tool's default toggle rates.
