<file path="/design/flow/design.v">
`timescale 1ns / 1ps
module timer (
  input logic        clk,
  input logic        rst,
  input logic        en,  
  input logic        digit_inc,  
  input logic        digit_toggle,  
  output logic       times_up,  
  output logic [3:0] d7, d6, d5, d4, d3, d2, d1, d0  
);
  typedef enum logic {
    zero, one
  } state_type;
  state_type toggle_state_reg, toggle_state_next, inc_state_reg, inc_state_next;
  typedef enum logic [1:0] {
    set, run, finish
  } timer_state_type;
  timer_state_type timer_state_reg, timer_state_next;
  localparam DVSR = 10 ** 8;  
  logic [26:0] second_reg, second_next;
  logic [3:0] d7_reg, d6_reg, d5_reg, d4_reg, d3_reg, d2_reg;
  logic [3:0] d7_next, d6_next, d5_next, d4_next, d3_next, d2_next;
  logic [2:0] digit_reg, digit_next;
  logic toggle_plus_one, inc_plus_one;
  logic tick;
  always_ff @(posedge clk) begin
    second_reg <= second_next;
    d2_reg <= d2_next;
    d3_reg <= d3_next;
    d4_reg <= d4_next;
    d5_reg <= d5_next;
    d6_reg <= d6_next;
    d7_reg <= d7_next;
    digit_reg <= digit_next;
  end
  assign second_next = (rst || (second_reg == DVSR && en)) ? 27'b0 :
                   (en) ? second_reg + 1 :
                   second_reg;
  assign tick = (second_reg == DVSR) ? 1'b1 : 1'b0;
  always_ff @(posedge clk, posedge rst) begin
    if (rst) begin
      toggle_state_reg <= zero;
      inc_state_reg <= zero;
      timer_state_reg <= set;
    end
    else begin
      toggle_state_reg <= toggle_state_next;
      inc_state_reg <= inc_state_next;
      timer_state_reg <= timer_state_next;
    end
  end
  always_comb begin
    toggle_state_next = toggle_state_reg;
    toggle_plus_one = 1'b0;
    inc_plus_one = 1'b0;
    inc_state_next = inc_state_reg;
    case (toggle_state_reg)
      zero : begin
        if (digit_toggle) begin
          toggle_plus_one = 1'b1;
          toggle_state_next = one;
        end
      end
      one : begin
        if (~digit_toggle) toggle_state_next = zero;
      end
    endcase
    case (inc_state_reg)
      zero : begin
        if (digit_inc) begin
          inc_plus_one = 1'b1;
          inc_state_next = one;
        end
      end
      one : begin
        if (~digit_inc) inc_state_next = zero;
      end
    endcase
  end
  always_comb begin
    timer_state_next = timer_state_reg;
    digit_next = digit_reg;
    d2_next = d2_reg;
    d3_next = d3_reg;
    d4_next = d4_reg;
    d5_next = d5_reg;
    d6_next = d6_reg;
    d7_next = d7_reg;
    times_up = 1'b0;
    if (toggle_plus_one) begin
      if (digit_reg == 7) digit_next = 3'd2;
      else digit_next = digit_reg + 1;
    end
    if (rst) begin
      timer_state_next = set;
      digit_next = 3'd2;
      d2_next = 4'd0;
      d3_next = 4'd0;
      d4_next = 4'd0;
      d5_next = 4'd0;
      d6_next = 4'd0;
      d7_next = 4'd0;
      times_up = 1'b0;
    end
    case (timer_state_reg)
      set : begin
        case (digit_reg)
          4'd2 : begin
            if (inc_plus_one) begin
              if (d2_reg == 4'd9) d2_next = 0;
              else d2_next = d2_reg + 1;
            end
          end
          4'd3 : begin
            if (inc_plus_one) begin
              if (d3_reg == 4'd5) d3_next = 0;
              else d3_next = d3_reg + 1;
            end
          end
          4'd4 : begin
            if (inc_plus_one) begin
              if (d4_reg == 4'd9) d4_next = 0;
              else d4_next = d4_reg + 1;
            end
          end
          4'd5 : begin
            if (inc_plus_one) begin
              if (d5_reg == 4'd5) d5_next = 0;
              else d5_next = d5_reg + 1;
            end
          end
          4'd6 : begin
            if (inc_plus_one) begin
              if (d6_reg == 4'd9) d6_next = 0;
              else d6_next = d6_reg + 1;
            end
          end
          4'd7 : begin
            if (inc_plus_one) begin
              if (d7_reg == 4'd9) d7_next = 0;
              else d7_next = d7_reg + 1;
            end
          end
          default : begin
            if (inc_plus_one) begin
              if (d2_reg == 4'd9) d2_next = 0;
              else d2_next = d2_reg + 1;
            end
          end
        endcase
        if (en) timer_state_next = run;
      end
      run : begin
        if (tick) begin
          if (d2_reg != 4'd0) d2_next = d2_reg - 1;
          else begin
            d2_next = 4'd9;
            if (d3_reg != 4'd0) d3_next = d3_reg - 1;
            else begin
              d3_next = 4'd5;
              if (d4_reg != 4'd0) d4_next = d4_reg - 1;
              else begin
                d4_next = 4'd9;
                if (d5_reg != 4'd0) d5_next = d5_reg - 1;
                else begin
                  d5_next = 4'd5;
                  if (d6_reg != 4'd0) d6_next = d6_reg - 1;
                  else begin
                    d6_next = 4'd9;
                    if (d7_reg != 4'd0) d7_next = d7_reg - 1;
                  end
                end
              end
            end
          end
        end
        if (d2_reg == 0 && d3_reg == 0 && d4_reg == 0 && 
            d5_reg == 0 && d6_reg == 0 && d7_reg == 0)
          timer_state_next = finish;
        else timer_state_next = run;
      end
      finish : begin
        times_up = 1'b1;
      end
    endcase
  end
  assign d0 = 4'd10;  
  assign d1 = 4'd10;  
  assign d2 = d2_reg;
  assign d3 = d3_reg;
  assign d4 = d4_reg;
  assign d5 = d5_reg;
  assign d6 = d6_reg;
  assign d7 = d7_reg;
endmodule
</file>
<file path="/design/flow/run.sh">
#!/bin/bash
# OpenROAD 26Q1-2900-gdf79404cd8, Yosys 0.63+post, stock flow scripts
make -C /OpenROAD-flow-scripts/flow DESIGN_CONFIG=/design/flow/config.mk WORK_HOME=/design/flow/orfs finish
</file>
<file path="/design/flow/constraint.sdc">
current_design timer

set clk_period 3.3
set clk_io_pct 0.2

create_clock -name clk0 -period $clk_period [get_ports {clk}]

set non_clock_inputs [all_inputs -no_clocks]
set_input_delay [expr $clk_period * $clk_io_pct] -clock clk0 $non_clock_inputs
set_output_delay [expr $clk_period * $clk_io_pct] -clock clk0 [all_outputs]
</file>
<file path="/design/flow/config.mk">
export PLATFORM = sky130hd
export DESIGN_NAME = timer
export DESIGN_NICKNAME = timer
export VERILOG_FILES = /design/flow/design.v
export SDC_FILE = /design/flow/constraint.sdc
export NUM_CORES = 4
export LEC_CHECK = 1
export CORE_UTILIZATION = 40
</file>
==> summary.json <==
{
  "route.detailed.vias_per_inst": {"value": 5.16},
  "number_of_flops_mapped_to_enable_cells_by_yosys": {"value": 0},
  "worst_r2r_startpoint": {"value": "d4_reg[0]"},
  "min-delay-start": {"value": "second_reg[26]"},
  "yosysUniqueCellTypes": {"value": 61},
  "path_buffers": {"value": 1},
  "grt_first_pass_wirelength": {"value": 14200, "unit": "um"},
  "global_route.overflow_total": {"value": 0},
  "synthToLayoutAreaGrowth": {"value": 15.1, "unit": "%"},
  "timing.critical_path.slowest_stage_cell": {"value": "nor3b_1"},
  "detail_route.wirelength": {"value": 8360, "unit": "um"},
  "worst_skew_pair.late_latency": {"value": 0.34, "unit": "ns"},
  "synthesis.area": {"value": 3840, "unit": "sq um"},
  "leakage": {"value": 0.00164, "unit": "uW"},
  "clock_tree.buffer_depth": {"value": 2},
  "fp-row-count": {"value": 35},
  "drt-pass1-iter-count": {"value": 4},
  "rsz0062_at_grt": {"value": "false"},
  "pwr-share-seq": {"value": 0.479},
  "tritoncts": {"value": "yes"},
  "cts_inserted_buffers": {"value": 9},
  "finalNonFillerCells": {"value": 630},
  "worst_path_dominant_cell_family": {"value": "simple AND/OR/NAND/NOR gates"},
  "post_synth_inst_count": {"value": 469},
  "yosys.stat.seqShare": {"value": 0.315},
  "timing.hold.worst.class": {"value": "reg2reg"},
  "internal-power": {"value": 1180, "unit": "uW"},
  "top_level_ports": {"value": 38},
  "synth_flop_count": {"value": 59},
  "place.gp.congestion": {"value": 0.831},
  "place.detailed.hpwl": {"value": 5960, "unit": "um"},
  "cts_root_buffer": {"value": "clkbuf_8"},
  "drt-wirelength-per-cell": {"value": 13.3, "unit": "um"},
  "relSlewSlack": {"value": 0.503},
  "max_slew.worst_pin.slew": {"value": 0.745, "unit": "ns"},
  "synthArstFlopShare": {"value": 0.0847},
  "maxCapViolations": {"value": 0},
  "die_width": {"value": 99.9, "unit": "um"},
  "setup-tns-final": {"value": 0, "unit": "ns"},
  "dominantRegCellSynth": {"value": "dfxtp_1"},
  "post_cts_resized": {"value": 0},
  "ys_cells": {"value": 469},
  "ant_nets": {"value": 0},
  "largest_net_degree_at_the_start_of_global_routing": {"value": 24},
  "place_worst_setup_slack": {"value": 0.544, "unit": "ns"},
  "clock_input_transition_at_the_sequential_cells_of_the_worst_setup_and_hold_paths": {"value": 0.07, "unit": "ns"},
  "critPathCaptureType": {"value": "flip-flop"},
  "power_frac_clock": {"value": 0.416},
  "cp_slowest_stage_delay": {"value": 0.52, "unit": "ns"},
  "power_switching_share": {"value": 0.281},
  "largest_register_ffs": {"value": 27},
  "final.period_utilization": {"value": 0.786},
  "cts_setup_buffers": {"value": 0},
  "critPathRequiredTime": {"value": 3.53, "unit": "ns"},
  "finalClockSkew": {"value": 0.00880, "unit": "ns"},
  "clock-sinks": {"value": 59},
  "finalSetupViolations": {"value": 0},
  "hold_viol": {"value": 0},
  "fillerInstances": {"value": 900},
  "num_antenna_cells": {"value": 0},
  "synthesis.area_per_instance": {"value": 8.18, "unit": "sq um"},
  "critPathArrivalTime": {"value": 2.83, "unit": "ns"},
  "post-route-worst-setup-slack": {"value": 0.706, "unit": "ns"},
  "core_area": {"value": 9280, "unit": "sq um"},
  "die-height": {"value": 99.9, "unit": "um"},
  "yosys.stat.chipArea": {"value": 3840, "unit": "sq um"},
  "globalRouteTotalUtil": {"value": 0.180},
  "grt_antenna_before_repair": {"value": 0},
  "max_fanout_on_critical_path": {"value": 9},
  "chip_area": {"value": 9990, "unit": "sq um"},
  "r2r_setup_slk": {"value": 0.71, "unit": "ns"},
  "cp_cell_sequence": {"value": "inv_1 > ha_1 > nor3b_1 > and4_1 > nor4b_4 > o21ai_0 > a221o_1"},
  "p_switching": {"value": 460, "unit": "uW"},
  "vias_in_the_first_global_route": {"value": 2958},
  "critPathKind": {"value": "reg2reg"},
  "numPortBuffers": {"value": 29},
  "post_route_cells_drive_above_1_share": {"value": 0.0798},
  "maxSlewViolCount": {"value": 0},
  "period_minus_slack": {"value": 2.59, "unit": "ns"},
  "max_freq": {"value": 0.385, "unit": "GHz"},
  "warnings": {"value": 39},
  "final_util": {"value": 0.476},
  "worstSetupStartpoint": {"value": "d4_reg[0]"},
  "critPathLaunchType": {"value": "flip-flop"},
  "worst_ir_drop_vdd": {"value": 0.222, "unit": "mV"},
  "floorplan.initialDensity": {"value": 0.413},
  "level_count_of_the_clock_h_tree": {"value": 3},
  "hold_buffers": {"value": 0},
  "drc_errors": {"value": 0},
  "layout.area.seq": {"value": 1210, "unit": "sq um"},
  "ys.warnings.count": {"value": 1},
  "mi_comb_area": {"value": 2420, "unit": "sq um"},
  "dp.cells": {"value": 614},
  "powerDensity": {"value": 371, "unit": "nW/um^2"},
  "share_comb_of_total_power": {"value": 0.105},
  "power_after_layout": {"value": 1640, "unit": "uW"},
  "status": {"value": "completed"},
  "via_count": {"value": 3250},
  "initialDrtViolationCount": {"value": 135}
}
-- worst paths after layout --
| kind | to | depth (start not counted) |
|---|---|---|
| setup / recovery | d6_reg[3] | 7 |
| setup reg to reg | d6_reg[3] | 7 |
| hold reg to reg | second_reg[26] | 2 |
| hold / removal | second_reg[26] | 2 |
| max in group asynchronous | timer_state_reg[0] | 3 |
| min in group asynchronous | inc_state_reg | 2 |
-- per-stage QoR --
stage / hold slack, ns / area, sq um
global placement: 0.474 / 4210
finish: 0.482 / 4420
CTS: 0.484 / 4420
detailed placement: 0.475 / 4210
floorplan: 0.453 / 3860
global route: 0.511 / 4420
-- power by group through the flow --
stage                 clock network, uW  registers (uW)  logic [uW]
after CTS                           709             786         172
after global routing                733             793         190
final                               682             786         172
-- cells in the final DEF, fill, tap and decap left out, types with 5 or more instances in the layout --
| cell type | count |
|---|---|
| ha_1 | 21 |
| xnor2_1 | 12 |
| a22oi_1 | 5 |
| inv_1 | 25 |
| a21oi_1 | 28 |
| nand3_1 | 22 |
| nand4_1 | 6 |
| clkbuf_8 | 10 |
| conb_1 | 8 |
| o21ai_0 | 26 |
| nor3_1 | 9 |
| clkdlybuf4s50_1 | 29 |
| nor2b_1 | 7 |
| nand2b_1 | 6 |
| mux2i_1 | 12 |
| dfxtp_1 | 54 |
| a221o_1 | 8 |
| buf_4 | 5 |
| or3_1 | 10 |
| xor2_1 | 12 |
| nand2_1 | 50 |
| nor3b_1 | 5 |
| nor2_1 | 49 |
-- layout make-up --
class                   count  area share
clock buffers              11      0.0320
clock inverters             5      0.0139
repair buffers             34      0.0742
inverters                  25      0.0213
multi-input cells         367       0.549
flip-flops and latches     59       0.273
well taps                 129      0.0366
-- kinds of logic after synthesis --
kind of cell               Yosys count  synth area share
other                                2           0.00196
DFF                                 59             0.315
AOI/OAI and AO/OA                  101             0.170
and+or+nand+nor                    198             0.290
buffers and inverters               49            0.0597
muxes                               15            0.0401
xor gates and xnor gates            24            0.0548
adders and majority gates           21            0.0685
-- synth_stat cells, types with 5 or more instances --
cell | instances | area [sq um]
buf_2 | 6 | 30.0
nor3_1 | 9 | 45.0
xnor2_1 | 12 | 105
nand2b_1 | 6 | 37.5
a22oi_1 | 5 | 37.5
or3_1 | 10 | 62.6
nor3b_1 | 5 | 37.5
nand2_1 | 50 | 188
xor2_1 | 12 | 105
clkbuf_1 | 9 | 33.8
inv_1 | 25 | 93.8
a21oi_1 | 28 | 140
a221o_1 | 8 | 80.1
ha_1 | 21 | 263
dfxtp_1 | 54 | 1080
nand4_1 | 6 | 37.5
nand3_1 | 22 | 110
nor2_1 | 49 | 184
mux2i_1 | 12 | 120
buf_4 | 8 | 60.1
o21ai_0 | 26 | 130
nor2b_1 | 7 | 43.8
-- per-layer routing --
metal	vias to the layer above	track usage	wire length, um
li1	1702	-	-
met5	-	0	0
met1	1490	0.270	4270
met2	52	0.289	3710
met4	0	0.0136	77
met3	6	0.0290	302
-- worst register-to-register path, stage by stage, from the launching register on --
cell and delay, ns:
dfxtp_1 0.40, inv_1 0.11, ha_1 0.20, nor3b_1 0.52, and4_1 0.33, nor4b_4 0.45
o21ai_0 0.17, a221o_1 0.30
No activity file was given, so power comes from the tool's default toggle rates.
